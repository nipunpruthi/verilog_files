`flow/design.v`:
```
`timescale 1ns/1ps
module decoder #(parameter N=3) 
		(input [N:0] a,
      		 output reg [2**(N+1)-1:0] y);
   always @(*)
     begin
	y    = 0;
	y[a] = 1;
     end
endmodule  
```
`flow/config.mk`:
```
export PLATFORM = sky130hd
export DESIGN_NAME = decoder
export DESIGN_NICKNAME = decoder
export VERILOG_FILES = /design/flow/design.v
export SDC_FILE = /design/flow/constraint.sdc
export NUM_CORES = 4
export LEC_CHECK = 1
export CORE_AREA = 10 10 70 70
export DIE_AREA = 0 0 80 80
```
`flow/constraint.sdc`:
```
current_design decoder

set clk_period 1.0
set clk_io_pct 0.2

create_clock -name clk0 -period $clk_period

set non_clock_inputs [all_inputs -no_clocks]
set_input_delay [expr $clk_period * $clk_io_pct] -clock clk0 $non_clock_inputs
set_output_delay [expr $clk_period * $clk_io_pct] -clock clk0 [all_outputs]
```
`flow/run.sh`:
```
#!/bin/bash
# OpenROAD 26Q1-2900-gdf79404cd8, Yosys 0.63+post, stock flow scripts
make -C /OpenROAD-flow-scripts/flow DESIGN_CONFIG=/design/flow/config.mk WORK_HOME=/design/flow/orfs finish
```
==> Changelog: implementation <==
### Changed

* Outcome: finished, violations left
* Failing checks: setup timing
* Min Hold Slack at 0.851 ns
* Worst path arrival time at 1.28 ns
* Slowest cell on the critical path: or3_4
* Logic pwr share at 100.0%
* Post-Synthesis Cell Area at 330 sq um
* Worst rel slew slack at 77.8%
* CORE AREA at 3420 sq um
* Type of the worst min-delay path: input port to primary output
* GPL Wtd Cong at 0.767
* Max-cap viol count at 0
* Final setup viols at 16
* Logic area at 422 sq um
* CP required at 0.80 ns
* Site Rows at 21
* First-pass GRT wire length at 2.50 mm
* Total grt overflow at 0
* Unrepaired setup endpoints after global routing: true
* Seq share, synth at 0%
* Dpl cells at 116
* Clock share of power at 0%
* Sw Ratio at 43.0%
* Final wirelength at 1.61 mm
* Final Cell Area at 876 sq um
* GR Util All Layers at 4.57%
* Avg Cell Area, Syn at 7.68 sq um
* Number of routed nets with antenna violations at 0
* Die Span X at 80 um
* Log Warnings at 38
* Distinct cells, synth at 25
* Largest net degree at the start of global routing at 11
* Leakage at 0.390 nW
* DR WL/cell at 11.9 um
* Die area at 6400 sq um
* Final hold vios at 0
* Via/cell ratio at 3.74
* Initial antenna violation count at 0
* Chip Area, Yosys at 330 sq um
* Area delta synth->final at 165%
* Yosys cell count at 43
* Drt pass-1 iters at 4
* # IOs at 20
* Family with the most delay on the worst path: simple AND/OR/NAND/NOR gates
* Pwr/cell area at 363 nW/um^2
* # diodes at 0
* Slew Limit Fails at 0
* Fill cell count at 363
* Crit share post-route at 148%
* Port buffer count at 20
* Internal Power at 0.181 mW
* Crit path time final at 1.48 ns
* Yosys warning tally at 1
* Fin worst setup slack at -0.477 ns
* Vias in the first global route at 478
* Most used cell, CP: buf_6
* Seq pwr share at 0%
* Clock buffers at 0
* Worst IR Drop VDD at 0.161 mV
* Post-Syn Instances at 43
* WS Path Type: input port to primary output
* Slew @ Worst Pin at 0.332 ns
* Hold-fix buffers, CTS at 0
* Final Core Density at 25.6%
* CP Max Fanout at 6
* Pwr Total at 0.318 mW
* Flop count at 0
* Iter 0 DRT Violations at 7
* Drt drc at 0
* FP Core Util at 9.67%
* CP Buf/Inv Count at 4
* Die Y at 80 um
* P_sw at 0.137 mW
* Vias post-DR at 505
* Cells along the critical path: buf_8, buf_6, or3_4, buf_6, a31oi_4, nor2b_1, buf_2
* Pre-CTS WS at -1.23 ns
* Share of layout cells above drive strength 1 at 78.7%
* Post-Route Setup TNS at -6.56 ns
* Post-Layout Cell Count at 135
* Max Clock Freq at 677 MHz
* CP Launch Type: input port
* Register area at 0 sq um
* Crit end category: primary output
* Delay of the slowest cell on the worst path at 0.40 ns
* Placed inst area at 659 sq um
power by group through the flow:
stage	Sequential, mW	Clock, mW	Combinational [mW]
final	0	0	0.318
after global routing	0	0	0.340
after CTS	0	0	0.282
synth_stat cells:
library cell / n / area [sq um]
a21boi_0: 2 / 15.0
a21boi_1: 4 / 30.0
a21oi_1: 1 / 5.00
a31oi_1: 1 / 6.26
a31oi_2: 1 / 12.5
a31oi_4: 1 / 21.3
and2b_1: 1 / 7.51
and3_1: 1 / 6.26
and3b_1: 1 / 8.76
buf_2: 1 / 5.00
buf_6: 1 / 11.3
ha_1: 4 / 50.1
inv_1: 2 / 7.51
nand3_1: 1 / 5.00
nand3b_1: 1 / 7.51
nor2_1: 1 / 3.75
nor2b_1: 6 / 37.5
nor3_1: 4 / 20.0
nor3b_1: 1 / 7.51
nor3b_2: 1 / 12.5
o21a_1: 1 / 7.51
o21ai_1: 3 / 15.0
o31ai_1: 1 / 7.51
or3_4: 1 / 11.3
xor2_1: 1 / 8.76
layout make-up:
class	instances	share of cell area [%]
multi-input combinational	39	48.1
timing repair buffer	48	43.9
inverter	2	1.43
tap	46	6.57
worst min-delay path: cells and delay by family:
| family | cells | cell delay (ns) |
|---|---|---|
| buffers and inverters | 3 | 0.26 |
| and+or+nand+nor | 1 | 0.04 |
| adders and majority gates | 1 | 0.15 |
cell families (layout without fill, tap and decap cells):
group                    Yosys count  in the layout  share of synthesized area, %
AND-OR/OR-AND                     15             15                          36.4
adder cells (fa/ha/maj)            4              4                          15.2
AND/OR/NAND/NOR                   19             19                          38.6
buffers and inverters              4             50                          7.20
XOR/XNOR                           1              1                          2.65
cells in the final DEF, fill, tap and decap left out:
master	instances
buf_2	16
buf_4	16
buf_6	13
nor2b_1	6
a21boi_1	5
nor3_2	3
ha_1	3
inv_4	2
o21ai_4	2
a31oi_4	2
buf_8	2
nand3b_1	1
o21a_1	1
and2b_2	1
or3_4	1
nor2_4	1
and3b_2	1
xor2_1	1
nand3_2	1
o31ai_4	1
nor3b_2	1
and3_4	1
nor3b_4	1
a31oi_1	1
nor3_1	1
o21ai_2	1
a21boi_2	1
a21oi_2	1
ha_4	1
clkbuf_4	1
layer usage:
metal / GRT usage [%] / vias to the layer above / part of all wire, %
met3: 0.455 / 0 / 4.7
met1: 6.72 / 237 / 49
li1: - / 255 / -
met4: 0 / 0 / 0
met5: 0 / - / 0
met2: 7.38 / 13 / 46
repair_timing:
item / 4_1_cts / 5_1_grt
hold endpoints to repair: 0 / 0
buffers inserted: 16 / 3
pin swaps: 22 / 7
endpoints found under the setup margin: 16 / 16
resized: 99 / 9
worst paths after layout:
kind | from | slack [ns] | cells after the start | endpoint
hold / removal | a[0] | 0.85 | 5 | y[4]
setup / recovery | a[1] | -0.48 | 7 | y[7]
Power and IR drop assume default switching activity.
