==> /design/flow/design.v <==
`timescale 1ns/1ps
module snailMoore_1101( input d,
			input  clk,
			input reset,
			output y);
   parameter S0 = 3'd0;
   parameter S1 = 3'd1;
   parameter S2 = 3'd2;
   parameter S3 = 3'd3;
   parameter S4 = 3'd4;
   reg [2:0] 		       state, nextstate;
   always @(posedge clk, posedge reset)
     begin
	if(reset)
	  state <= S0;
	else
	  state <= nextstate;
     end
   always @(*)
     begin
	case(state)
	  S0 : if(d) nextstate = S1;
	       else  nextstate = 0;
	  S1 : if(d) nextstate = S2;
	       else  nextstate = S0;
	  S2 : if(~d) nextstate = S3;
	       else   nextstate = S2;
	  S3 : if(d) nextstate = S4;
	       else  nextstate = S0;
	  S4 : if(d) nextstate = S2;
	       else  nextstate = S0;
	  default :  nextstate = S0;
	endcase  
     end  
   assign y = (state == S4);
endmodule  
==> /design/flow/run.sh <==
#!/bin/bash
# OpenROAD 26Q1-2900-gdf79404cd8, Yosys 0.63+post, stock flow scripts
make -C /OpenROAD-flow-scripts/flow DESIGN_CONFIG=/design/flow/config.mk WORK_HOME=/design/flow/orfs finish
==> /design/flow/config.mk <==
export PLATFORM = sky130hd
export DESIGN_NAME = snailMoore_1101
export DESIGN_NICKNAME = snailMoore_1101
export VERILOG_FILES = /design/flow/design.v
export SDC_FILE = /design/flow/constraint.sdc
export NUM_CORES = 4
export LEC_CHECK = 1
export CORE_AREA = 10 10 70 70
export DIE_AREA = 0 0 80 80
==> /design/flow/constraint.sdc <==
current_design snailMoore_1101

set clk_period 1.0
set clk_io_pct 0.2

create_clock -name clk0 -period $clk_period [get_ports {clk}]

set non_clock_inputs [all_inputs -no_clocks]
set_input_delay [expr $clk_period * $clk_io_pct] -clock clk0 $non_clock_inputs
set_output_delay [expr $clk_period * $clk_io_pct] -clock clk0 [all_outputs]
==> datasheet_impl.txt <==
Physical design parameters

Parameter                              Value

Synthesis
  Post-synthesis register bit count .................. 5
  Post-synth seq share .................. 74.81%
  Post-synthesis instance total .................. 12
  Most frequently used flop master after synthesis .................. sky130_fd_sc_hd__dfrtp_1
  Area share of the leading cell type in the synthesized netlist .................. slightly below 60%
  Number of library cell types mapped by synthesis .................. 8
  Number of flops mapped to enable cells by yosys .................. 0
  Tally of yosys warning messages .................. 1
  Summed standard-cell area reported by yosys .................. approximately 170 um^2
  Netlist Area Pre-Place .................. 168.9 um^2
  Top cells by area, synth .................. sky130_fd_sc_hd__dfrtp_1, sky130_fd_sc_hd__dfstp_2, sky130_fd_sc_hd__and2_1
  Cell type with the largest total area after synthesis .................. sky130_fd_sc_hd__dfrtp_1
  Post-synthesis cell type with the largest instance count .................. sky130_fd_sc_hd__dfrtp_1
  Cell types with the highest counts after synthesis .................. sky130_fd_sc_hd__dfrtp_1, sky130_fd_sc_hd__and2_1
  Cell count listed in synth_stat.txt .................. 12
  Async SR Flop Fraction .................. 100.0%
  Average instance area after synthesis .................. around 14 um^2

Finish
  Final Util .................. 8.352%
  Number of flip-flops in the largest register .................. 5
  Fill cells .................. 407
  Signed area change from the synthesized netlist to the final layout .................. 68.89%
  Register ranked first by flip-flop count .................. state
  Largest registers ranked by flip-flop count .................. state (5)
  Final design area excluding fillers .................. 285.3 um^2
  Layout cell share with drive strength beyond 1 .................. 35.00%

Global routing
  Total GRT Usage .................. around 1.5%
  Number of antenna violations at the first check in global routing .................. 0
  Sum of overflow across all layers after global routing .................. 0
  Global-route wire length before repair .................. 627 um
  Number of global-route vias before repair .................. between 100 and 150
  Pin count of the biggest net entering global routing .................. 6

Timing
  TNS Setup .................. 0 ns
  Setup violations, final .................. 0
  Time the worst path needs with I/O delays and setup .................. 0.9496 ns
  Worst-case headroom to the max-slew limit .................. 85.08%
  Worst Setup Slack, final .................. 0.05036 ns
  Crit share post-route .................. ~95%
  Peak Freq .................. 1.053 GHz
  Setup clock skew after layout .................. between 0.004 and 0.005 ns
  Number of max-slew violations in the final report .................. 0
  Transition time of the tightest slew-check pin .................. 0.2218 ns
  Unrepaired setup endpoints after global routing .................. no
  Hold Violations, Final .................. 0

Place
  Setup slack after placement .................. 0.006415 ns
  Last weighted congestion value of the routability-driven placer .................. around 0.54
  Total cell area at the placement stage .................. 264.0 um^2
  Count of buffers from port buffering .................. 3

Routing
  Final routed DRC violation total .................. 0
  Starting DRT DRC Count .................. 10
  Number of detailed-routing iterations run before antenna repair .................. 2
  Remaining number of nets flagged by the antenna check after routing .................. 0
  Routed length per placed instance .................. 5.561 um
  Overall via count from detail_route .................. 114
  Number of antenna cells inserted .................. 0
  Final WL .................. 367 um
  Number of vias per cell after detailed routing .................. 1.727

Run status
  Status .................. finished, final reports clean

Power and ir drop
  Overall power after layout .................. 492.0 uW
  Power density over cell area .................. 1725 nW/um^2
  Leakage dissipation .................. 0.0001194 uW
  Peak supply drop .................. 269.8 uV

CTS
  CTS Root Cell .................. sky130_fd_sc_hd__clkbuf_4
  Count of H-tree levels built during CTS .................. 1
  # clock sinks .................. 5
  Hold buffers post-CTS .................. 0
  Insertion delay of the later-clocked pin in the worst-skew pair .................. 0.24 ns
  CTS tree .................. built
  Clock input transition at the sequential cells of the worst setup and hold paths .................. 0.04 ns
  Inserted Clock Buffers .................. 3
  Buffers from clock root to sink, at most .................. 2

Floorplanning
  Initial cell density of the core .................. 4.945%
  DIE HEIGHT .................. 80 um
  Number of placed I/O pins .................. 4
  Die span in x .................. roughly 80 um
  Cell Rows .................. 21
  Standard cell core area .................. 3416 um^2
  Die Area .................. 6400 um^2

Worst setup path
  Worst path arrival time .................. approximately 1.1 ns
  CP startpoint kind .................. register
  Worst reg2reg path depth .................. 2
  Endpoint of the worst register-to-register path .................. state[2]$_DFF_PP0_
  Type of element capturing the critical path .................. register
  Data required time of the critical path .................. 1.12 ns
  Critical path start-end classification .................. reg2reg
  Worst R2R Setup Slack .................. 0.05 ns
  Worst R2R Start .................. state[1]$_DFF_PP0_
  Critical Path Fanout Max .................. 2

Worst hold path
  Min-delay worst type .................. in2async

Flow run
  # Max-Cap Violations .................. 0
  Number of warnings in the stage logs .................. 25
-- logic make-up after synthesis --
| kind of cell | synth area share [%] |
|---|---|
| AND-OR/OR-AND | 5.926 |
| buffers and inverters | 2.220 |
| flip-flops | 74.82 |
| AND/OR/NAND/NOR | 17.04 |
-- final cells by class --
class                   instances  area [um^2]  share of cell area, %
repair buffers                  4        32.53                  11.40
flip-flops and latches          5        126.4                  44.30
clock buffers                   4        26.28                  9.211
well taps                      46        57.56                  20.18
inverters                       1        3.754                  1.316
multi-input cells               6        38.79                  13.60
-- per-layer routing --
metal | routed length (um) | track usage [%]
met1 | 130 | 1.139
met2 | 165 | 2.006
met5 | 0 | 0
met3 | 71 | 2.273
met4 | 0 | 0.1761
-- per-stage QoR --
| step | hold WS (ns) | instances |
|---|---|---|
| 6_report | 0.1524 | 66 |
| 5_1_grt | 0.1673 | 66 |
| 4_1_cts | 0.1548 | 66 |
| 3_5_place_dp | 0.4190 | 62 |
| 3_3_place_gp | 0.4115 | 62 |
| 2_1_floorplan | -0.02221 | 12 |
-- how the worst max path moves through the flow --
stage / startpoint / end / depth (start not counted) / slack, ns
5_1_grt: state[1]$_DFF_PP0_ / state[2]$_DFF_PP0_ / 2 / 0.02
6_report: state[1]$_DFF_PP0_ / state[2]$_DFF_PP0_ / 2 / 0.05
4_1_cts: state[1]$_DFF_PP0_ / state[2]$_DFF_PP0_ / 2 / 0.05
-- cells in the final DEF, fill, tap and decap left out, drive strengths merged --
| cell type | count |
|---|---|
| nor4 | 1 |
| nor2b | 1 |
| o31a | 1 |
| clkdlybuf4s50 | 2 |
| inv | 1 |
| buf | 2 |
| clkbuf | 4 |
| dfrtp | 4 |
| nor2 | 1 |
| and2 | 2 |
| dfstp | 1 |
-- repair_timing --
action / CTS / global route
endpoints found under the setup margin: 1 / 0
gates resized: 3 / 0
buffers inserted: 0 / 0
-- worst max-delay path, cell delays in order, from the launching register on --
cell and delay, ns:
sky130_fd_sc_hd__dfrtp_1 0.36, sky130_fd_sc_hd__buf_4 0.13, sky130_fd_sc_hd__o31a_2 0.33
-- power by group --
part	switching (uW)	internal (uW)
Sequential	6.69	221
Combinational	13.2	19.6
Clock	81.0	151
Total	101	391
No activity file was given, so power comes from the tool's default toggle rates.
