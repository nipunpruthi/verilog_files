$ cat flow/config.mk
export PLATFORM = sky130hd
export DESIGN_NAME = ford_thunderbird
export DESIGN_NICKNAME = ford_thunderbird
export VERILOG_FILES = /design/flow/design.v
export SDC_FILE = /design/flow/constraint.sdc
export NUM_CORES = 4
export LEC_CHECK = 1
export CORE_AREA = 10 10 70 70
export DIE_AREA = 0 0 80 80
$ cat flow/constraint.sdc
current_design ford_thunderbird

set clk_period 1.2
set clk_io_pct 0.2

create_clock -name clk0 -period $clk_period [get_ports {clk}]

set non_clock_inputs [all_inputs -no_clocks]
set_input_delay [expr $clk_period * $clk_io_pct] -clock clk0 $non_clock_inputs
set_output_delay [expr $clk_period * $clk_io_pct] -clock clk0 [all_outputs]
$ cat flow/design.v
`timescale 1ns/1ps
module ford_thunderbird( input reset,
			 input 	      left,
			 input 	      right,
			 input clk,
			 output [5:0] y);
   parameter S0 = 3'd0;
   parameter S1 = 3'd1;
   parameter S2 = 3'd2;
   parameter S3 = 3'd3;
   parameter S4 = 3'd4;
   parameter S5 = 3'd5;
   parameter S6 = 3'd6;
   reg [2:0] 			      state, nextstate;
   always @(posedge clk)
     if (reset) state <= S0;
   else state <= nextstate;	 
   always @(*)
     begin
	case(state)
	  S0 : if (left) nextstate = S1;
	  else if (right) nextstate = S4; 
	  else nextstate = S0;
	  S1 : nextstate = S2; 
	  S2 : nextstate = S3;
	  S3 : nextstate = S0;
	  S4 : nextstate = S5;
	  S5 : nextstate = S6;
	  S6 : nextstate = S0;
	  default : nextstate = S0;
	endcase  
     end  
   assign y[5] = (state === 3'd3);
   assign y[4] = (state === 3'd3 || state === 3'd2);
   assign y[3] = (state === 3'd3 || state === 3'd2 || state === 3'd1);
   assign y[2] = (state === 3'd4 || state === 3'd5 || state === 3'd6);
   assign y[1] = (state === 3'd5 || state === 3'd6);
   assign y[0] = (state === 3'd6);
endmodule  
$ cat flow/run.sh
#!/bin/bash
# OpenROAD 26Q1-2900-gdf79404cd8, Yosys 0.63+post, stock flow scripts
make -C /OpenROAD-flow-scripts/flow DESIGN_CONFIG=/design/flow/config.mk WORK_HOME=/design/flow/orfs finish
==> impl_metrics.py <==
# Generated from Yosys and OpenROAD reports
metrics = {
    "final_layout": {
        "area_growth_pct": 77.7,
        "instances_no_fill": 84,
        "largestRegisters": "state x7",
        "area.combinational_um2": 100,
        "largest_reg_flops": 7,
        "final_area_um2": 449,
        "regMostFlops": "state",
        "final-seq-area_um2": 145,
        "fillers": 392,
        "drive_above_1_share": 0.684,
    },
    "route": {
        "routed_wl_um": 562,
        "wl_met1_um": 233,
        "via_per_inst": 2.42,
        "drc": 0,
        "wl_met2_um": 248,
        "initialDrtViolationCount": 2,
        "routed.top_layer": "met4",
        "num_antenna_cells": 0,
        "dr.pass1.iters": 2,
        "dr_total_vias": 203,
        "wl_per_cell_um": 6.69,
        "met3_wirelength_um": 53,
        "drtAntennaViolNets": 0,
    },
    "die": {
        "rows": 21,
        "fp_util": 0.0740,
        "ios": 10,
        "core_mm2": 0.00342,
        "dieWidth_um": 80,
        "die_y_um": 80,
        "die_area_mm2": 0.00640,
    },
    "place": {
        "routabilityCongestion": 0.702,
        "dp_cells": 78,
        "portBuffers": 9,
        "placed_cell_area_um2": 415,
    },
    "synthesis": {
        "synthCells": 21,
        "ys_cells": 21,
        "avgSynthCellArea_um2": 12.0,
        "yosys-stat-area_um2": 253,
        "ys_seq_frac": 0.554,
        "ys.flops": 7,
        "synth_area_um2": 253,
        "yosysUniqueCellTypes": 9,
        "synth_warnings": 1,
    },
    "cts": {
        "cts_max_level": 1,
        "numCtsBuffers": 3,
        "clk_latency_ps": 240,
        "ctsHoldBuffers": 0,
        "clk_pin_slew_ps": 50,
        "cts-root-buf": "clkbuf_4",
        "cts_tree": "yes",
        "clockBufferDepth": 2,
        "clock_sinks": 7,
    },
    "worst_setup_path": {
        "critPathCaptureType": "output port",
        "worstPathArrival_ps": 1090,
        "crit_fanout": 3,
        "critPathSlowestCell": "dfxtp_2",
        "worst-path-buf-inv": 2,
        "path_delay_family": "flip-flops",
        "crit_path_start_kind": "flop",
        "critPathKind": "reg -> out",
        "critical_path.cell_chain": "buf_6 > or3_1 > buf_2",
        "cp.required_ps": 960,
        "worst_path_largest_cell_delay_ps": 320,
    },
    "sta": {
        "setup_violations": 2,
        "finClkSkew_ps": 0.250,
        "tns_ps": -191,
        "tightest_slew_ps": 133,
        "hold_viol": 0,
        "rsz0062_at_grt": "yes",
        "min_period_ps": 1330,
        "slew_headroom": 0.911,
        "finalMaxSlewViolations": 0,
        "min_period_over_period": 1.10,
        "layout_setup_ws_ps": -125,
        "clock.fmax_ghz": 0.755,
    },
    "global_route": {
        "grt-ovfl-total": 0,
        "grt_pass1_vias": 220,
        "grt_pass1_wl_um": 945,
        "grt_max_degree": 7,
        "grt_antenna_before_repair": 0,
        "globalRouteTotalUtil": 0.0179,
    },
    "power": {
        "finalPower_mw": 0.496,
        "cellLeakagePower_nw": 0.214,
        "powerDensity_mw_per_mm2": 1100,
        "worst_ir_drop_vdd_mv": 0.214,
    },
    "status": {
        "violations": "negative setup slack",
        "status": "complete, but fails checks",
    },
    "min_path": {
        "min_path_type": "reg -> reg",
    },
    "run": {
        "max_cap_violations": 0,
        "warning_count": 27,
    },
}
[synth_stat cells]
| master | number | area (µm²) |
|---|---|---|
| and2b_2 | 4 | 35.0 |
| and3b_2 | 1 | 10.0 |
| and4bb_2 | 1 | 12.5 |
| buf_4 | 2 | 15.0 |
| dfxtp_1 | 7 | 140 |
| nor3b_1 | 1 | 7.51 |
| or2_2 | 2 | 12.5 |
| or3_1 | 2 | 12.5 |
| or4_1 | 1 | 7.51 |
[cell usage in the layout, fill, tap and decap left out, drive strengths merged, types with 2 or more instances in the layout]
master         synthesis  routed
or2                    2       2
or3                    2       2
buf                    2      11
dfxtp                  7       7
clkbuf                 0       4
and2b                  4       4
clkdlybuf4s50          0       3
[path summary, 6_finish.rpt]
path / startpoint / to / slack, ps / cells past startpoint
min: state[1] / state[5] / 470 / 1
min reg2reg: state[1] / state[5] / 470 / 1
max: state[6] / y[3] / -130 / 3
max reg2reg: state[6] / state[0] / 30 / 3
[metal layers]
layer | global-route usage | up-vias
li1 | - | 103
met1 | 0.0195 | 91
met2 | 0.0265 | 7
met3 | 0.00795 | 2
met4 | 0.0141 | 0
met5 | 0 | -
[metrics by stage]
step | hold slack [ps] | util | worst slack (ps)
after floorplan | 345 | - | 290
after global placement | 455 | 0.122 | -131
final | 468 | 0.132 | -125
after global routing | 486 | 0.132 | -183
after detailed placement | 460 | 0.122 | -123
after CTS | 472 | 0.132 | -138
[worst register-to-register path, cell delays in order (launching register included)]
cell	delay (ps)
dfxtp_2	320
buf_6	110
buf_4	120
or4_1	490
[power by group]
part | total, mW | switching [mW] | internal (mW)
combinational | 0.0445 | 0.0106 | 0.0338
clock | 0.205 | 0.0784 | 0.126
sequential | 0.247 | 0.00470 | 0.242
total | 0.496 | 0.0937 | 0.402
[cells by family (layout without fill, tap and decap cells)]
kind of cell | Yosys count | in the layout | share of synthesized area
and+or+nand+nor | 12 | 12 | 0.386
buffers and inverters | 2 | 19 | 0.0594
DFF | 7 | 7 | 0.554
[timing repair]
item | 4_1_cts | 5_1_grt
gates resized | 24 | 0
pin swaps | 0 | 1
setup buffers | 2 | 0
setup endpoints to repair | 6 | 3
[cell type report]
| class | instances | area share |
|---|---|---|
| clock buffer | 4 | 0.0585 |
| multi-input combinational | 12 | 0.223 |
| sequential | 7 | 0.323 |
| timing repair buffer | 15 | 0.267 |
| tap | 46 | 0.128 |
No activity file was given, so power comes from the tool's default toggle rates.
